**/design/flow/design.v**
```verilog
`timescale 1ns / 1ps
module synth_cisc(
    input clk,
    input rst,
    input [15:0] edb,
    output reg signed [15:0] eab
    );
    reg [17:0] cntrl;
    reg [2:0] srcA,srcB;
    reg [1:0] destA;
    reg [2:0] destB;
    reg signed [15:0] busA,busB;
    reg signed [15:0] pc,t1,t2,di,do,irf,ire;
    reg signed [15:0] reg_file [0:15];
    reg zero,overflow,sign,carry;
    reg signed [15:0] ao;
    reg signed [16:0] aluout;
    reg signed [15:0] alua,alub;
    always@(pc,t1,t2,cntrl[17:15],ire)                                   
    begin
    case(cntrl[17:15])
    3'b011:busA=pc;
    3'b101:busA=t1;
    3'b010:busA=reg_file[ire[3:0]];
    3'b110:busA=t2;    
    3'b001:busA=reg_file[ire[9:6]];
    3'b000:busA=16'd0;
    default: busA=16'd0;
    endcase
    end
    always@(di,t1,t2,cntrl[12:10])                                   
    begin
    case(cntrl[12:10])
    3'b111:busB=di;
    3'b010:busB=reg_file[ire[3:0]];
    3'b101:busB=t1;
    3'b110:busB=t2;
    3'b001:busB=reg_file[ire[9:6]];
    3'b000:busB=16'd0;
    default: busB=16'd0;
    endcase
    end
    always@(posedge clk,posedge rst)
    begin
    if(rst==1)
    begin
    pc<=0;
    t2<=0;
    end
    else if(cntrl[14:13]!=2'b00)
    begin
        case(cntrl[14:13])
        2'b11:pc<=busA;
        2'b01:t2<=busA;
        2'b10:reg_file[ire[3:0]]<=busA;
        endcase
    end
    else if(cntrl[9:7]!=3'b000)
    begin
        case(cntrl[9:7])
        3'b100:t2<=busB;
        3'b011:pc<=busB;
        3'b101:begin
        t2<=busB;
        reg_file[ire[9:6]]<=busB;
        end
        3'b110:begin
        t2<=busB;
        reg_file[ire[3:0]]<=busB;
        end
        3'b010: reg_file[ire[3:0]]<=busB;
        3'b001: reg_file[ire[9:6]]<=busB;
        endcase    
    end
    end
    always@(busA,busB,cntrl[6:4])
    begin
    case(cntrl[6:4])
    3'b001: aluout=busA+16'd1;
    3'b010: aluout=busA+busB;
    3'b110: begin
            case(ire[15:10])
            6'b001100: aluout=busA+busB;
            6'b010100: aluout=busA-busB;
            6'b011100: aluout=busA&busB;
            6'b000101: aluout=busA-busB;
            default: aluout=busA+busB;
            endcase
            end
    3'b100: aluout=busA+16'd0;
    3'b011: aluout=busA+-16'd1;
    3'b000: aluout=busA+16'd0;
    default: aluout=busA+16'd0;
    endcase
    end
    always@(posedge clk,posedge rst)
    begin
    if(rst==1)
    begin
        zero<=1'b0;
        overflow<=1'b0;
        sign<=1'b0;
        carry<=1'b0;
    end    
    else
    begin
    if((cntrl[6:4]==3'b110)||(cntrl[6:4]==3'b100))
    begin
    if(aluout==16'd0)
    zero<=1'b1;
    else
    zero<=1'b0;
    if(aluout[16]!=aluout[15])  
    overflow<=1'b1;
    else 
    overflow<=1'b0;
    if(aluout[15]==1'b1)
    sign<=1'b1;
    else
    sign<=1'b0;
    if(aluout[16]==1'b1)
    carry<=1'b1;
    else
    carry<=1'b0;
    end
    end
    end
    always@(posedge clk,posedge rst)
    begin
    if(rst==1)
    begin
    di<=16'd0;
    irf<=16'd0;
    do<=16'd0;
    end
    else
    begin
        case(cntrl[3:1])
        3'b001: di<=edb;
        3'b010: irf<=edb;
        3'b101: di<=edb;
        3'b111: do<=busA;                
        default: ;
        endcase
    end
    end
    always@(cntrl,busA,busB,rst)
    begin
    if(rst==1)
    begin
    ao<=0;
    end
    else
    begin
        case(cntrl[3:1])
        3'b001: begin
                ao<=busA;
                end
        3'b010: ao<=busA;
        3'b101: ao<=busB;
        3'b111: ao<=busB;
        3'b000: ao<=busA;
        default: ao<=busA;
        endcase
    end
    end
    always@(ao) 
    begin
    eab<=ao;
    end
    always@(posedge clk,posedge rst)
    begin
    if(rst==1)
    begin
    ire<=16'd0;
    end
    else if(cntrl[0]==1'b1)
    begin
    ire<=irf;
    end
    end
    always@(posedge clk,posedge rst)
    begin
    if(rst==1)
    begin
    t1<=16'd0;
    end
    else 
    begin
    t1<=aluout;
    end 
    end
reg [4:0] cntrl_addr;
reg [4:0] ib,sb,bc;
always@(cntrl_addr)
begin
case(cntrl_addr)
5'd1:cntrl<=18'b001_00_010_000_110_000_0;   
5'd2:cntrl<=18'b011_00_101_010_001_010_0;   
5'd3:cntrl<=18'b011_00_000_000_001_001_0;   
5'd4:cntrl<=18'b101_11_000_000_000_000_0;   
5'd5:cntrl<=18'b010_00_111_000_010_000_0;   
5'd6:cntrl<=18'b101_01_000_000_000_001_0;   
5'd7:cntrl<=18'b000_00_010_100_000_101_0;   
5'd8:cntrl<=18'b011_00_111_101_001_010_0;   
5'd9:cntrl<=18'b110_00_101_011_100_000_1;   
5'd10:cntrl<=18'b001_00_110_000_100_111_0;   
5'd11:cntrl<=18'b011_00_111_100_001_010_0;  
5'd12:cntrl<=18'b001_00_111_000_110_000_0;  
5'd13:cntrl<=18'b101_00_110_000_000_111_0;  
5'd14:cntrl<=18'b010_00_000_000_001_010_0;  
5'd15:cntrl<=18'b000_00_101_011_000_000_1;  
5'd16:cntrl<=18'b011_00_000_000_001_010_0;  
default: cntrl<=18'd0;
endcase
end
always@(ire)
begin
if(ire[15:10]==000101)
ib<=5'd14;
else
begin
case(ire[5:4])
2'b00:ib<=5'd1; 
2'b01:ib<=5'd7; 
2'b10:ib<=5'd3; 
default:ib<=5'd0;
endcase
end
case(ire[15:10])
6'b000_001:sb<=5'd8; 
6'b000_010:sb<=5'd10; 
6'b000_011:sb<=5'd11; 
6'b001_100:sb<=5'd12; 
6'b010_100:sb<=5'd12; 
6'b011_100:sb<=5'd12; 
default: sb<=5'd0;
endcase
end
always@(posedge clk,posedge rst)
begin
if(rst==1)
    cntrl_addr<=5'd0;
else
begin
case(cntrl)
18'd0:cntrl_addr<=ib;
18'b001_00_010_000_110_000_0:cntrl_addr<=5'd2;   
18'b011_00_101_010_001_010_0:cntrl_addr<=5'd15;   
18'b011_00_000_000_001_001_0:cntrl_addr<=5'd4;   
18'b101_11_000_000_000_000_0:cntrl_addr<=5'd5;   
18'b010_00_111_000_010_000_0:cntrl_addr<=5'd6;   
18'b101_01_000_000_000_001_0:cntrl_addr<=sb;   
18'b000_00_010_100_000_101_0:cntrl_addr<=sb;   
18'b011_00_111_101_001_010_0:cntrl_addr<=5'd9;   
18'b110_00_101_011_100_000_1:cntrl_addr<=ib;   
18'b001_00_110_000_100_111_0:cntrl_addr<=5'd16;   
18'b011_00_111_100_001_010_0:cntrl_addr<=5'd9;  
18'b001_00_111_000_110_000_0:cntrl_addr<=5'd13;  
18'b101_00_110_000_000_111_0:cntrl_addr<=5'd16;  
18'b010_00_000_000_001_010_0:cntrl_addr<=bc;  
18'b000_00_101_011_000_000_1:cntrl_addr<=ib;  
18'b011_00_000_000_001_010_0:cntrl_addr<=5'd15;  
default:cntrl_addr<=5'd0;
endcase
end
end
always@(zero)
begin
if(zero==1)
bc<=5'd15;
else
bc<=5'd16;
end
endmodule
```
**/design/flow/run.sh**
```bash
#!/bin/bash
# OpenROAD 26Q1-2900-gdf79404cd8, Yosys 0.63+post, stock flow scripts
make -C /OpenROAD-flow-scripts/flow DESIGN_CONFIG=/design/flow/config.mk WORK_HOME=/design/flow/orfs finish
```
**/design/flow/config.mk**
```make
export PLATFORM = sky130hd
export DESIGN_NAME = synth_cisc
export DESIGN_NICKNAME = synth_cisc
export VERILOG_FILES = /design/flow/design.v
export SDC_FILE = /design/flow/constraint.sdc
export NUM_CORES = 4
export LEC_CHECK = 1
export CORE_UTILIZATION = 30
```
**/design/flow/constraint.sdc**
```tcl
current_design synth_cisc

set clk_period 7.9
set clk_io_pct 0.2

create_clock -name clk0 -period $clk_period [get_ports {clk}]

set non_clock_inputs [all_inputs -no_clocks]
set_input_delay [expr $clk_period * $clk_io_pct] -clock clk0 $non_clock_inputs
set_output_delay [expr $clk_period * $clk_io_pct] -clock clk0 [all_outputs]
```
==> impl_metrics.json <==
{
  "grt_pass1_wl_mm": 128,
  "cp.required_ns": 8.37,
  "ys.flop_type": "sky130_fd_sc_hd__edfxtp_1",
  "remaining_drc_errors": 0,
  "max_slew_margin": 0.387,
  "path_class": "flop to flop",
  "yosysChipArea_um2": 21500,
  "initial_antenna_violation_count": 0,
  "post_route_cells_drive_above_1_share": 0.158,
  "horizontal_extent_of_the_die_um": 269,
  "power-per-cell-area_nw_per_um2": 226,
  "top_cell_area_share": 0.358,
  "holdCritPathClass": "flop to flop",
  "via_per_inst": 6.04,
  "syn_area_per_cell_um2": 10.3,
  "worst-path-max-fanout": 15,
  "cts.sink_count": 358,
  "worst_ir_drop_vdd_uv": 192,
  "slew_viol_final": 0,
  "stage_log_warnings": 55,
  "timing_worst_slew_pin_value_ns": 0.919,
  "ys_cells": 2079,
  "cts_tree": "built",
  "io_buffers": 33,
  "finalSetupTns_ns": 0,
  "grt_start_max_net_pins": 60,
  "power.leakage_nw": 9.34,
  "routed_wire_length_per_instance_um": 28.0,
  "final_setup_vio_count": 0,
  "floorplan.die.height_um": 269,
  "gr-usage-all-layers": 0.247,
  "post_synth_inst_count": 2079,
  "synth.lib_cells_used.distinct": 97,
  "first_global_vias": 19000,
  "globalRouteOverflowTotal": 0,
  "timing.final.ws_setup_ns": 0.808,
  "maxcap_violations": 0,
  "routed-wl-met2_mm": 38.4,
  "ys_top_cells_by_area": "sky130_fd_sc_hd__edfxtp_1 36%, sky130_fd_sc_hd__dfrtp_1 12%, sky130_fd_sc_hd__mux2_2 4.7%, sky130_fd_sc_hd__a22oi_1 4.3%, sky130_fd_sc_hd__ha_1 3.9%",
  "enable_flop_cells": 256,
  "grt_setup_unrepaired": "no",
  "dp_hpwl_mm": 61.8,
  "met3WireLength_mm": 11.4,
  "post_layout_nonfiller_instances": 3123,
  "numSynthFlops": 358,
  "yosysWarnings": 2,
  "htree_levels": 2,
  "top_cell": "sky130_fd_sc_hd__edfxtp_1",
  "timing.clock.skew_ns": 0.0290,
  "antenna_cells_inserted": 0,
  "worst_setup_path_start_kind": "flop",
  "routed-via-count": 18900,
  "cp.arrival_ns": 7.56,
  "floorplan.initialDensity": 0.305,
  "io_pins": 34,
  "drt_iter0_markers": 1881,
  "result_of_the_run": "finished, final reports clean",
  "cts.repair.resized": 0,
  "slowest_delay_ns": 0.50,
  "wl_met1_mm": 33.3,
  "cts_made_buffers": 41,
  "yosysTopAreaCell": "sky130_fd_sc_hd__edfxtp_1",
  "number_of_buffers_inserted_by_post_cts_setup_repair": 0,
  "detailedPlace.worstSlack_ns": 0.980,
  "rows": 97,
  "cts_max_path_buffers": 3,
  "syn_to_final_growth_pct": 16.8,
  "crit_slowest_cell": "sky130_fd_sc_hd__dfrtp_1",
  "remaining_antenna_violation_count": 0,
  "postCtsHoldBufs": 0,
  "clk_pin_slew_worst_paths_ns": 0.06,
  "wl_mm": 87.4,
  "synth.cells.most_frequent": "256 x sky130_fd_sc_hd__edfxtp_1, 160 x sky130_fd_sc_hd__nand2_1, 148 x sky130_fd_sc_hd__nor2_1",
  "synthesis.area_um2": 21500,
  "ys_async_rst_share": 0.285,
  "worst_setup_path_end_kind": "flop",
  "max_freq_mhz": 141,
  "gp_congestion": 0.986,
  "ys_seq_frac": 0.477,
  "fin_crit_ns": 7.09,
  "cts_root_buf": "sky130_fd_sc_hd__clkbuf_16",
  "cell_count_after_placement": 3047,
  "min_period_over_period": 0.898,
  "tritonroute_pass_1_iters": 6,
  "clk-insertion-delay-late_ns": 0.59,
  "core_area_um2": 70400,
  "highest_layer": "met5",
  "finalHoldViolations": 0,
  "die-area_um2": 72600
}
-- final cells by class --
type,instances,area (µm²)
clock buffers,49,1120
clock inverters,27,268
fillers,6937,45300
inverters,99,374
multi-input cells,1503,10700
flip-flops and latches,358,10200
well taps,940,1180
repair buffers,147,1190
-- cell families after synthesis --
| logic type | Yosys count | share of synthesized area |
|---|---|---|
| AOI/OAI and AO/OA | 666 | 0.229 |
| xor gates and xnor gates | 14 | 0.00572 |
| adders and majority gates | 68 | 0.0396 |
| buffers and inverters | 231 | 0.0418 |
| DFF | 358 | 0.477 |
| muxes | 119 | 0.0621 |
| other | 1 | 0.000175 |
| and+or+nand+nor | 622 | 0.144 |
-- stage by stage --
| stage | hold WS [ns] | util | power (mW) | instance area, µm² |
|---|---|---|---|---|
| after floorplan | 0.446 | - | 3.20 | 21500 |
| after global placement | 0.466 | 0.336 | 3.73 | 23700 |
| after detailed placement | 0.468 | 0.336 | 3.72 | 23700 |
| after CTS | 0.482 | 0.356 | 5.66 | 25100 |
| after global routing | 0.513 | 0.356 | 5.86 | 25100 |
| final | 0.480 | 0.356 | 5.67 | 25100 |
-- power breakdown --
part	internal [mW]	total [mW]	switching, mW
combinational	0.418	1.14	0.718
clock	1.12	1.95	0.823
sequential	2.33	2.59	0.257
total	3.87	5.67	1.80
-- state kept, by name (all words and copies together), names as in the netlist --
register	flops
zero	1
cntrl_addr	5
di	16
t2	16
ire	16
irf	16
t1	16
reg_file	256
pc	16
-- metal layers --
metal  up-vias  GRT usage
met5         -     0.0230
met4         4     0.0852
met3       254      0.121
met2      1275      0.365
met1      9100      0.320
li1       8228          -
-- final timing paths --
check / startpoint / to / slack [ns] / cells past startpoint
setup reg to reg: cntrl_addr[1]$_DFF_PP0_ / zero$_DFFE_PP0P_ / 0.81 / 26
hold / removal: irf[2]$_DFFE_PP0N_ / ire[2]$_DFFE_PP0P_ / 0.48 / 2
max in group asynchronous: rst / ire[2]$_DFFE_PP0P_ / 4.99 / 4
hold reg to reg: irf[2]$_DFFE_PP0N_ / ire[2]$_DFFE_PP0P_ / 0.48 / 2
setup / recovery: cntrl_addr[1]$_DFF_PP0_ / zero$_DFFE_PP0P_ / 0.81 / 26
min in group asynchronous: rst / pc[7]$_DFFE_PP0P_ / 1.66 / 3
-- critical path: cells and delay by family, from the launching register on --
family / cells / cell delay (ns)
and+or+nand+nor: 7 / 1.95
adders and majority gates: 3 / 0.82
buffers and inverters: 3 / 0.40
AOI/OAI and AO/OA: 13 / 3.33
DFF: 1 / 0.50
-- placed cells by master (no fill, tap or decap), types with 13 or more instances in the layout --
master and instances:
sky130_fd_sc_hd__clkbuf_16 42, sky130_fd_sc_hd__o22ai_1 15, sky130_fd_sc_hd__a32oi_1 13, sky130_fd_sc_hd__o22a_1 14, sky130_fd_sc_hd__nand2_1 160, sky130_fd_sc_hd__clkdlybuf4s50_1 33
sky130_fd_sc_hd__a221oi_1 46, sky130_fd_sc_hd__a21o_1 15, sky130_fd_sc_hd__and2_1 27, sky130_fd_sc_hd__dfrtp_1 102, sky130_fd_sc_hd__a22o_1 44, sky130_fd_sc_hd__ha_1 67
sky130_fd_sc_hd__nor2_1 146, sky130_fd_sc_hd__nor2b_1 21, sky130_fd_sc_hd__a221oi_4 15, sky130_fd_sc_hd__buf_4 114, sky130_fd_sc_hd__nand3_1 67, sky130_fd_sc_hd__nor3_1 42
sky130_fd_sc_hd__and3_1 24, sky130_fd_sc_hd__nand2b_1 16, sky130_fd_sc_hd__mux2_2 89, sky130_fd_sc_hd__edfxtp_1 256, sky130_fd_sc_hd__a211oi_1 18, sky130_fd_sc_hd__a21oi_1 100
sky130_fd_sc_hd__conb_1 14, sky130_fd_sc_hd__a31oi_1 23, sky130_fd_sc_hd__nand4_1 31, sky130_fd_sc_hd__a22oi_1 124, sky130_fd_sc_hd__o21ai_0 80, sky130_fd_sc_hd__o31ai_1 15
sky130_fd_sc_hd__mux2i_1 27, sky130_fd_sc_hd__inv_1 96
Power figures rest on the tool's default switching activity, not on a simulated workload.
